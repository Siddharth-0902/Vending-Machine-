**flow/run.sh**
```bash
#!/bin/bash
# OpenROAD 26Q1-2900-gdf79404cd8, Yosys 0.63+post, stock flow scripts
make -C /OpenROAD-flow-scripts/flow DESIGN_CONFIG=/design/flow/config.mk WORK_HOME=/design/flow/orfs finish
```
**flow/config.mk**
```make
export PLATFORM = sky130hd
export DESIGN_NAME = vd
export DESIGN_NICKNAME = vd
export VERILOG_FILES = /design/flow/design.v
export SDC_FILE = /design/flow/constraint.sdc
export NUM_CORES = 4
export LEC_CHECK = 1
export CORE_AREA = 10 10 98 98
export DIE_AREA = 0 0 108 108
```
**flow/constraint.sdc**
```tcl
current_design vd

set clk_period 2.8
set clk_io_pct 0.2

create_clock -name clk0 -period $clk_period [get_ports {clk}]

set non_clock_inputs [all_inputs -no_clocks]
set_input_delay [expr $clk_period * $clk_io_pct] -clock clk0 $non_clock_inputs
set_output_delay [expr $clk_period * $clk_io_pct] -clock clk0 [all_outputs]
```
**flow/design.v**
```verilog
`timescale 1ns / 1ps
module vd(
    input clk,
    input reset,
    input [1:0] coin,      
    input [1:0] select,    
    input confirm,         
    output reg dispense,
    output reg [3:0] change
);
    reg [3:0] total;       
    reg [3:0] price;
    reg [2:0] state;
    parameter IDLE = 3'd0, COLLECT = 3'd1, DISPENSE = 3'd2, RETURN_CHANGE = 3'd3, RESET = 3'd4;
    always @(*) begin
        case (select)
            2'b00: price = 4'd5;   
            2'b01: price = 4'd7;   
            2'b10: price = 4'd10;  
            default: price = 4'd0;
        endcase
    end
    always @(posedge clk or posedge reset) begin
        if (reset) begin
            state <= IDLE;
            total <= 0;
            dispense <= 0;
            change <= 0;
        end else begin
            case (state)
                IDLE: begin
                    dispense <= 0;
                    change <= 0;
                    total <= 0;
                    if (confirm) begin
                        state <= COLLECT;
                    end
                end
                COLLECT: begin
                    case (coin)
                        2'b01: total <= total + 1;
                        2'b10: total <= total + 2;
                        2'b11: total <= total + 5;
                        default: total <= total;
                    endcase
                    if (total >= price) begin
                        state <= DISPENSE;
                    end
                end
                DISPENSE: begin
                    dispense <= 1;
                    state <= RETURN_CHANGE;
                end
                RETURN_CHANGE: begin
                    if (total > price) begin
                        change <= total - price;
                    end else begin
                        change <= 0;
                    end
                    state <= RESET;
                end
                RESET: begin
                    total <= 0;
                    dispense <= 0;
                    state <= IDLE;
                end
            endcase
        end
    end
endmodule
```
==> flow_summary_export.csv <==
group,metric,value,unit
status,run_status,"finished clean",
power_and_ir_drop,switching_share,23.00,%
clock_tree,ctsHoldBuffers,0,
power_and_ir_drop,clock_power_share,40.7,%
layout,lay_top_count,"inv_1",
logic_synthesis,ys_chip_area,887.1,um^2
placement,globalplace.congestion,0.8293,
worst_hold_path,hold-path-cell-count,0,
layout,layout-area-overhead-vs-synth,34.27,%
logic_synthesis,syn_area,887.1,um^2
final_timing,timing.final.max_slew_violations,0,
logic_synthesis,synthDistinctLibCells,29,
detailed_routing,viasPerCell,3.344,
logic_synthesis,post_synth_tally_of_flip_flops_with_integrated_enable,0,
final_timing,worst_setup_margin,0.1935,ns
run,log.warning_count,28,
final_timing,max_slew.worst_pin.slew,0.5203,ns
power_and_ir_drop,pwr-share-comb,15.4,%
grt,global_route.usage.total,3.060,%
detailed_routing,dr.pass1.iters,4,
logic_synthesis,synthesized_area_per_cell,9.748,um^2
critical_path,crit_path_end_kind,"register",
critical_path,critical_path.max_fanout,3,
floorplan,core_area,0.007647,mm^2
floorplan,floorplan.io_pins,12,
grt,grt_first_pass_wirelength,3063,um
grt,largest_net_degree_at_the_start_of_global_routing,15,
grt,globalRoute.totalOverflow,0,
floorplan,die_w,108,um
clock_tree,cts_tree,"yes",
critical_path,critical_path_required,2.98,ns
critical_path,worst_ep_arrival,2.79,ns
final_timing,setup-violations-final,0,
layout,final-comb-area,479.2,um^2
power_and_ir_drop,p_switching,0.0001084,W
clock_tree,clk_pin_slew,0.05,ns
grt,grt_antenna_before_repair,0,
final_timing,worst_slew_margin_rel,65.27,%
logic_synthesis,synth-async-reset-ratio,100.0,%
clock_tree,post-cts-setup-buffer-count,0,
detailed_routing,vias,699,
final_timing,final-hold-violation-count,0,
clock_tree,cts_max_path_buffers,2,
logic_synthesis,yosysWarnings,1,
clock_tree,ctsRootBufferMaster,"clkbuf_8",
critical_path,path_cells,"clkdlybuf4s50_1, inv_1, ha_1, nor2_1, inv_1, ha_1, fa_1, nand2b_1, o2bb2ai_1, nor2_1, a32o_1",
power_and_ir_drop,totalPowerFinal,0.0004711,W
final_timing,final.min_clock_period,2.607,ns
critical_path,worstSetupStartpointType,"input pin",
detailed_routing,detail_route.drc_violations,0,
logic_synthesis,synth.yosys.num_cells,91,
floorplan,floorplan.rows,32,
power_and_ir_drop,leak,0.5301,nW
final_timing,fin_skew,0.0005888,ns
logic_synthesis,synth_cells,91,
placement,detailed_place_hpwl,1438,um
final_timing,maxClockFrequency,383.7,MHz
clock_tree,clock_insertion_delay_worst_skew,0.24,ns
detailed_routing,detail-route-antenna-nets,0,
power_and_ir_drop,p_int,0.0003627,W
clock_tree,cts_sinks,14,
layout,layout.cells.most_common_list,"14 x inv_1, 13 x dfrtp_1, 12 x ha_1",
layout,fill_cell_instance_count_of_the_final_layout,839,
power_and_ir_drop,power.density,395.5,mW/mm^2
layout,drive_above_1_share,8.411,%
floorplan,chip_area,0.01166,mm^2
placement,placedCellCount,205,
layout,flop_area,351.6,um^2
detailed_routing,drt_iter0_drc,17,
logic_synthesis,postSynthSeqShare,39.63,%
power_and_ir_drop,maximum_vdd_drop,0.1514,mV
grt,first_global_vias,696,
critical_path,worst-r2r-cell-count,7,
critical_path,crit_path_max_incr_delay,0.48,ns
critical_path,critical_path_class,"in2reg",
floorplan,initCoreUtil,11.60,%
detailed_routing,n_antenna_cell,0,
logic_synthesis,numSynthFlops,14,
clock_tree,cts_resized,0,
final_timing,unrepaired_setup_endpoints_after_global_routing,"false",
clock_tree,total_clock_buffers_created_by_cts,3,
logic_synthesis,synth_top_flop_cell,"dfrtp_1",
worst_hold_path,worstHoldPathType,"reg2reg",
final_timing,finalClockPeriodUsage,93.09,%
detailed_routing,drt-wirelength-per-cell,8.368,um
floorplan,die-height,108,um
placement,placement.setup.worst_slack,-0.04150,ns
power_and_ir_drop,power_frac_seq,43.9,%
layout,finish.cell_count_without_fillers,209,
placement,io_buffers,11,
clock_tree,htreeDepth,1,
detailed_routing,detail_route.wirelength,1749,um
run,maxCapViolCount,0,
final_timing,final.setup.tns,0,ns
critical_path,slowest_stage,"clkdlybuf4s50_1",
final_timing,finalHoldWorstSlack,0.3739,ns
-- worst max-delay path: cells and delay by family --
kind	cells	cell delay (ns)
buf+inv	3	0.60
simple gates	3	0.51
fa+ha+maj	3	0.77
compound gates	2	0.34
-- cells in the mapped netlist, drive strengths merged, types with 2 or more instances --
master | count | area (um^2)
nor2b | 2 | 12.51
nand2 | 7 | 26.28
o21a | 2 | 15.01
nand2b | 2 | 12.51
nor2 | 7 | 26.28
nor3 | 2 | 10.01
inv | 14 | 52.55
xnor2 | 2 | 17.52
o21ai | 4 | 20.02
a32o | 3 | 30.03
ha | 12 | 150.1
dfrtp | 13 | 325.3
a21oi | 5 | 25.02
-- worst paths after layout --
| path | from | to | slack [ns] |
|---|---|---|---|
| setup / recovery | select[0] | change[2] | 0.19 |
| min in group asynchronous | reset | dispense | 0.65 |
| hold / removal | state[2] | state[4] | 0.37 |
| setup reg to reg | total[0] | change[2] | 0.90 |
| hold reg to reg | state[2] | state[4] | 0.37 |
| max in group asynchronous | reset | state[0] | 1.79 |
-- sequential cells by signal, indices dropped and copies added, names as in the netlist --
signal,count
dispense,1
total,4
state,5
change,4
-- stage by stage --
stage | utilization [%] | area (um^2)
floorplan | - | 887.1
global placement | 14.86 | 1136
detailed placement | 14.86 | 1136
CTS | 15.58 | 1191
global route | 15.58 | 1191
finish | 15.58 | 1191
-- power by group through the flow --
stage	Sequential, W	Combinational (W)	Clock, W
6_report	0.000207	0.0000727	0.000192
5_1_grt	0.000207	0.0000854	0.000209
4_1_cts	0.000207	0.0000746	0.000197
-- logic make-up after synthesis --
family,Yosys count,share of synthesized area [%]
AOI/OAI and AO/OA,24,20.03
xor gates and xnor gates,3,2.962
adders and majority gates,13,19.18
buffers and inverters,15,6.347
DFF,14,39.63
and+or+nand+nor,22,11.85
-- per-layer routing --
layer	track usage [%]	wire length, um
met1	3.950	801
met2	5.172	822
met3	0.6024	95
met4	0.6679	31
met5	0	0
-- area by class of cell --
cell class,count,area share [%]
multi-input cells,62,40.23
flip-flops and latches,14,29.52
well taps,102,10.71
repair buffers,13,10.50
clock buffers,4,4.622
inverters,14,4.412
Power is estimated from default activity; no workload was simulated.
